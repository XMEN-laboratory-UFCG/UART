<file path="flow/run.sh">
#!/bin/bash
# OpenROAD 26Q1-2900-gdf79404cd8, Yosys 0.63+post, stock flow scripts
make -C /OpenROAD-flow-scripts/flow DESIGN_CONFIG=/design/flow/config.mk WORK_HOME=/design/flow/orfs finish
</file>
<file path="flow/config.mk">
export PLATFORM = sky130hd
export DESIGN_NAME = uart_top
export DESIGN_NICKNAME = uart_top
export VERILOG_FILES = /design/flow/design.v
export SDC_FILE = /design/flow/constraint.sdc
export NUM_CORES = 4
export LEC_CHECK = 1
export CORE_UTILIZATION = 30
</file>
<file path="flow/constraint.sdc">
current_design uart_top

set clk_period 1.0
set clk_io_pct 0.2

create_clock -name clk0 -period $clk_period [get_ports {clock}]

set non_clock_inputs [all_inputs -no_clocks]
set_input_delay [expr $clk_period * $clk_io_pct] -clock clk0 $non_clock_inputs
set_output_delay [expr $clk_period * $clk_io_pct] -clock clk0 [all_outputs]
</file>
<file path="flow/design.v">
module baudRateGenerator#(parameter BAUDRATE = 9600,OVERSAMPLING  = 8, CLOCK_INPUT = 50_000_000,CLOCK_REF=5_000_000) (
    input  logic nreset                  ,
    input  logic ena                     ,
    input  logic ena2                    ,
    input  logic clock                   ,
    output logic clock_out               ,
    output logic counting_done2          
);
    parameter STOPCOUNTER = CLOCK_REF/(2*BAUDRATE*OVERSAMPLING)+1;
    parameter WIDTH=$clog2(STOPCOUNTER);
    logic base_clock;
    logic sampling;
    ref_clock #(.CLOCK_REF(CLOCK_REF),.CLOCK_INPUT(CLOCK_INPUT)) clock_base_ref(
        .in_clock(clock),
        .nreset(nreset),
        .out_clock_ref(clock_out_refp)
    );
    counter #(.MOD(STOPCOUNTER)) base_clock_counter(  
        .clock          (clock_out_refp       ),
        .ena            (1'b1            ),
        .nreset         (nreset          ),
        .counting_done  (base_clock      )
    );
    counter #(.MOD(OVERSAMPLING)) sampling_counter(  
        .clock          (clock_out ),
        .ena            (ena            ),
        .nreset         (nreset         ),
        .counting_done  (counting_done2 ),
        .counter1       (               )
    );
    always_ff@(posedge base_clock, negedge nreset)
        if(!nreset)         clock_out <= 0          ;
        else                clock_out <= ~clock_out;
endmodule
module counter#(parameter MOD = 16)(
    input  logic clock           ,
    input  logic nreset          ,
    input  logic ena             ,
    output logic [$clog2(MOD)-1:0] counter1,
    output logic counting_done
);
    logic [$clog2(MOD)-1:0] next_counter, counter;
    always_ff@(posedge clock, negedge nreset)begin
        if(!nreset)counter <=0;
        else       counter <= counter == MOD - 1 || !ena ? 0 : counter +1 ;
    end
    always_ff@(posedge clock, negedge nreset)begin
        if(!nreset) counting_done <= 0;
        else counting_done <= counter == MOD - 1 &&  ena;
    end
    assign counter1 = counter;
endmodule
module ref_clock#(parameter CLOCK_REF=5_000_000,CLOCK_INPUT=50_000_000)(
    input logic in_clock,
    input logic nreset,
    output logic out_clock_ref
);
logic done;
localparam STOPCOUNTER = CLOCK_INPUT/(2*CLOCK_REF);
counter #(.MOD(STOPCOUNTER)) counter_base(
    .clock(in_clock),
    .nreset(nreset),
    .ena(1'b1),
    .counting_done(done)
);
always_ff@(posedge done,negedge nreset)begin
    if(!nreset)out_clock_ref<=0;
    else out_clock_ref<=~out_clock_ref;
end
endmodule 
module uart_rx#(parameter  BYTESIZES = 8, OVERSAMPLING = 16, BAUDRATE = 115200,	COUNTER_CLOCK_INPUT = 50_000_000,CLOCK_REF=5_000_000)(
    input  logic                     clock              ,
    input  logic                     nreset             ,
    input  logic                     sdata_rx_in        ,
    input  logic                     valid_rx_in        ,
    output logic                     ready_rx_out       ,
    output logic [BYTESIZES-1:0]     data_rx_out        
);
enum logic [1:0]{IDLE=2'b00, START, R_DATA, STOPBIT} next_fsm, current_fsm      ;
logic [OVERSAMPLING-1:0] counter_max_sampling                                   ;
logic [BYTESIZES-1:0]    px_bit, next_px_bit                                    ;
logic [BYTESIZES-1:0]    pdata_rx_out                                           ;
logic [BYTESIZES-1:0]    next_pdata_rx_out                                      ;
logic                    ena,ena_next, valid_rx_in_in, tmp_sdata_rx_in          ;  
logic                    clock_out, sample_center_bit, bit_start, tran_bit_start;
baudRateGenerator #(.BAUDRATE(BAUDRATE),.OVERSAMPLING(OVERSAMPLING), .CLOCK_INPUT(COUNTER_CLOCK_INPUT),.CLOCK_REF(CLOCK_REF)) boudrategenerator_inst (
    .nreset        (nreset        		    )     ,        
    .ena           (ena          		    )     ,        
    .ena2          (1'b1          		    )     ,        
    .clock         (clock         	        )     ,           
    .clock_out     (clock_out     		    )     ,            
    .counting_done2(sample_center_bit       )     
);
assign valid_rx_in_in = valid_rx_in;
assign next_pdata_rx_out = (current_fsm == R_DATA) ? sample_center_bit & tmp_sdata_rx_in :pdata_rx_out       ;
always_ff@(posedge clock_out, negedge nreset) begin
    if(!nreset)begin 
        current_fsm     <= IDLE ;
        px_bit          <= 	  0 ;
        pdata_rx_out    <=    0;
        ena 	        <=    0 ;
        bit_start       <=    0 ;
        tmp_sdata_rx_in <=    1 ;
        data_rx_out     <=    0 ;
    end
    else begin                                            
        tmp_sdata_rx_in         <= sdata_rx_in                                                                      ;
	    current_fsm             <= next_fsm                                                                         ;
        px_bit                  <= next_px_bit                                                                      ;
		pdata_rx_out[px_bit]    <= next_pdata_rx_out                                                                ;
        bit_start               <= (!sdata_rx_in & tmp_sdata_rx_in) & current_fsm == IDLE                           ;
        ena                     <= ena_next                                                                         ;
        data_rx_out             <= ready_rx_out ?  pdata_rx_out: data_rx_out                                        ;
    end
end
always_comb case(current_fsm)
        IDLE:begin
            next_fsm 		= 	bit_start & valid_rx_in_in ? START :IDLE                        ;
            ena_next 		= 	0									                            ;
            next_px_bit 	= 	0									                            ;
        end
		START:begin
            next_fsm 		=  sample_center_bit ? START:  R_DATA                                  ;
            ena_next 		= 	1												                ;
            next_px_bit 	= 	0								    			                ;		  
		end
        R_DATA:begin
            next_px_bit 	= px_bit != BYTESIZES & sample_center_bit  ? px_bit + 1'b1: px_bit  ;
            next_fsm 	  	= px_bit == BYTESIZES-1 & sample_center_bit  ? STOPBIT : R_DATA     ;
            ena_next 		= 1                                                                 ;
        end
        STOPBIT:begin
            next_fsm 		= sample_center_bit ? IDLE :  STOPBIT                               ;
			ena_next 		= 1                                                                 ;
            next_px_bit 	= 0                                                                 ;                             
		end
		default:begin
            next_fsm = IDLE                                                                     ;
            ena_next 		= 	0									                            ;
            next_px_bit 	= 	0	                                                            ;
        end
endcase 
always_ff@(posedge clock)begin
    if(current_fsm == IDLE )    ready_rx_out <=1                               ;
    else                        ready_rx_out <= 0                              ;
end
endmodule
module uart_top#(parameter  BYTESIZES = 8, OVERSAMPLING = 16, BAUDRATE = 115200,	COUNTER_CLOCK_INPUT = 100_000_000,CLOCK_REF=10_000_000)(
    input      logic                  clock               ,
    input      logic                  nreset              ,
    input      logic                  sdata_rx_in         ,
    input      logic                  valid_rx_in         ,
    output     logic                  ready_rx_out        ,
    output     logic [BYTESIZES-1:0]  data_rx_out         ,
    input      logic                  valid_tx_in         ,
    input      logic [BYTESIZES-1:0]  data_tx_in          ,
    output     logic                  ready_tx_out        ,
    output     logic                  sdata_tx_out            
);
uart_rx #(.BYTESIZES(BYTESIZES), .OVERSAMPLING(OVERSAMPLING), .BAUDRATE(BAUDRATE),	.COUNTER_CLOCK_INPUT(COUNTER_CLOCK_INPUT), .CLOCK_REF(CLOCK_REF)) uart_receiver(
    .clock          (clock                           )             ,
    .nreset         (nreset                          )             ,
    .sdata_rx_in    (sdata_rx_in                     )             ,
    .valid_rx_in    (valid_rx_in                     )             ,
    .ready_rx_out   (ready_rx_out                    )             ,
    .data_rx_out    (data_rx_out                     )       
);
uart_tx #(.BYTESIZES(BYTESIZES), .OVERSAMPLING(1), .BAUDRATE(BAUDRATE),	.COUNTER_CLOCK_INPUT(COUNTER_CLOCK_INPUT), .CLOCK_REF(CLOCK_REF)) uart_transmitter(
   .clock          (clock              )             ,
   .nreset         (nreset             )             ,
   .valid_tx_in    (valid_tx_in        )             ,
   .data_tx_in     (data_tx_in         )             ,
   .ready_tx_out   (ready_tx_out       )             ,
   .sdata_tx_out   (sdata_tx_out       )                
);
endmodule
module uart_tx#(parameter  BYTESIZES = 8, OVERSAMPLING = 1, BAUDRATE = 115200,	COUNTER_CLOCK_INPUT = 50_000_000,CLOCK_REF=5_000_000)(
    input  logic                     clock             ,
    input  logic                     nreset            ,
    input  logic                     valid_tx_in       ,
    input  logic  [BYTESIZES-1:0]    data_tx_in        ,
    output logic                     sdata_tx_out       ,
    output logic                     ready_tx_out        
);
logic clock_out;
logic bit_start,tmp_sdata;
logic [BYTESIZES-1:0]   px_bit;
logic [BYTESIZES-1+3:0] pframe_data;
enum bit [2:0]{FRAME_1,IDLE, START, S_DATA, STOPBIT} next_fsm,current_fsm;
baudRateGenerator #(.BAUDRATE(BAUDRATE),.OVERSAMPLING(OVERSAMPLING), .CLOCK_INPUT(COUNTER_CLOCK_INPUT),.CLOCK_REF(CLOCK_REF)) boudrategenerator_inst (
    .nreset        (nreset        		)     ,        
    .ena           (1'b1          		)     ,        
    .ena2          (1'b1          		)     ,        
    .clock         (clock         	    )     ,           
    .clock_out     (clock_out     		)     ,            
    .counting_done2(sample_center_bit)     
);
always_ff@(posedge clock_out, negedge nreset) begin
    if(!nreset)begin 
        bit_start            <= 0;
        px_bit               <= 0                                                  ;
        sdata_tx_out         <= 1                                                  ; 
        current_fsm          <= FRAME_1                                            ;
    end
    else begin      
          sdata_tx_out<= pframe_data[px_bit]                                      ;
          current_fsm <=   next_fsm                                               ;               
          bit_start   <= (!sdata_tx_out && tmp_sdata)    && current_fsm == IDLE   ;
          px_bit      <= (valid_tx_in && px_bit != BYTESIZES+2) ? px_bit+1 : 0    ;  
    end
end
always_comb begin
    case(current_fsm)
        FRAME_1 :next_fsm = px_bit < 1 ? FRAME_1 : IDLE                     ;
        IDLE    :next_fsm = START                                           ;
        START   :next_fsm = S_DATA                                          ;
        S_DATA  :next_fsm = (px_bit < BYTESIZES+2) ? S_DATA : STOPBIT       ;
        STOPBIT :next_fsm = FRAME_1                                         ;
        default :next_fsm = FRAME_1                                         ;
    endcase
end
assign ready_tx_out = current_fsm == STOPBIT ? 1'b1:1'b0;
assign pframe_data = valid_tx_in ? {1'b1,data_tx_in,3'b011}: 0;
endmodule
</file>
==> impl_metrics.yaml <==
# yosys + openroad results
route:
  drtIter0Drc: 90
  wl_per_cell_um: 12.0
  detail_route.first_pass.iterations: 4
  via_per_inst: 4.68
  route.final.wire_length_um: 5490
  num_antenna_cells: 0
  ant_nets: 0
  vias: 2133
  drt_drc_violations_left: 0
global_routing:
  grt_use_total: 0.109
  global_route_wire_length_before_repair_um: 10100
  grt_start_max_net_pins: 56
  grt_antenna_before_repair: 0
  number_of_global_route_vias_before_repair: 2153
  grt.overflow.total: 0
yosys:
  yosys-top-cells-count: "sky130_fd_sc_hd__dfrtp_1, sky130_fd_sc_hd__nor2_1, sky130_fd_sc_hd__nand3_1"
  synth-edff-count: 0
  netlist.area_leader.share: 0.518
  synth_top_flop_cell: "sky130_fd_sc_hd__dfrtp_1"
  simple_gate_share: 0.177
  yosys-dominant-comb-family: "simple AND/OR/NAND/NOR gates"
  yosys_warnings: 13
  synth.most_common_cell: "sky130_fd_sc_hd__dfrtp_1"
  synth_seq_share: 0.556
  synth-adder-area-share: 0.0419
  synthesized_registers: 73
  yosys.area_share.aoi: 0.0789
  postSynthCellCount: 299
  yosys-stat-area_mm2: 0.00328
  avgSynthCellArea_um2: 11.0
  mux_frac_synth: 0.0751
  syn-cell-area_mm2: 0.00328
  asyncSetResetFlopFracSynth: 0.986
  synth.area.top_cells: "sky130_fd_sc_hd__dfrtp_1, sky130_fd_sc_hd__mux2_2, sky130_fd_sc_hd__ha_1, sky130_fd_sc_hd__nand3_1, sky130_fd_sc_hd__nor2_1"
  yosys_cells: 299
  post_synth_xor_area_fraction: 0.0320
  synth_top_cell_by_area: "sky130_fd_sc_hd__dfrtp_1"
  synth.lib_cells_used.distinct: 53
power_and_ir_drop:
  internal_power_w: 0.000686
  power_density_mw_per_mm2: 245
  seq_power_share: 0.397
  power.ir.vdd_worst_mv: 0.615
  power.share.clock: 0.473
  switching_share_of_total_power: 0.251
  leakagePower_nw: 1.66
  comb_power_share: 0.130
  net-switching-power_w: 0.000230
placement:
  post_dp_cell_area_mm2: 0.00364
  dpl.hpwl_um: 4040
  dpl_worst_slack_ns: -0.0248
  numPortBuffers: 23
  gp_congestion: 0.837
final_timing:
  post-route-period-util: 1.05
  finalCriticalPeriod_ns: 1.05
  clock.fmax_mhz: 956
  slew_violations: 0
  unclocked_regs: 64
  max-slew-margin-rel: 0.523
  finalSetupViolations: 2
  tightest_slew_ns: 0.713
  worst_slack_ns: -0.0459
  report.final.hold_viol_count: 0
  unrepaired_setup_endpoints_after_global_routing: "yes"
  number_of_unconstrained_endpoints: 75
  holdWs_ns: 0.483
  clock_skew_ns: 0.00338
setup_path:
  cp_data_arrival_time_ns: 1.17
  critical-path-max-stage-delay_ns: 0.40
  reg2reg_setup_slack_ns: -0.05
  worst_path_cell_trace: "inv_1 -> ha_2 -> nor2_1 -> mux2_4"
  timing.critical_path.buf_inv: 1
  criticalPathCategory: "flip-flop to flip-flop"
  wp_data_required_ns: 1.12
  worst_path_dominant_cell_family: "flip-flops"
  kind_of_start_point_of_the_critical_path: "flip-flop"
  crit_path_max_fanout: 3
  critPathCaptureType: "flip-flop"
  crit_slowest_cell: "sky130_fd_sc_hd__dfrtp_1"
die:
  pin_count: 24
  die-height_um: 107
  floorplan.core_util: 0.314
  core_footprint_mm2: 0.0105
  die_w_um: 107
  chip_area_mm2: 0.0114
  fp_rows: 37
cts:
  clock_edge_transition_at_the_registers_on_the_reported_setup_and_hold_paths_ns: 0.05
  maximum_count_of_clock_buffers_along_a_single_path: 2
  worstSkewPairLatency_ns: 0.24
  cts_inserted_buffers: 3
  tritoncts: "yes"
  ctsRootBufferMaster: "sky130_fd_sc_hd__clkbuf_8"
  htreeDepth: 1
flow_run:
  max_cap_viol_count: 0
  stage_log_warnings: 32
finish:
  layout-area-overhead-vs-synth_pct: 13.9
  finish.instance_area_mm2: 0.00374
  finalCoreUtilization: 0.357
  drive_above_1_share: 0.138
worst_hold_path:
  timing.hold.worst.class: "flip-flop to flip-flop"
outcome:
  violations: "negative setup slack"
  outcome: "finished, violations left"
## power groups by stage
stage | logic [W] | registers [W] | clock network, W
6_report | 0.000119 | 0.000364 | 0.000433
4_1_cts | 0.000126 | 0.000364 | 0.000434
5_1_grt | 0.000138 | 0.000364 | 0.000447
## metal layers
layer / vias up / GRT usage / share of wire
met5: - / 0 / 0
met4: 0 / 0.00978 / 0.0097
met3: 5 / 0.0136 / 0.043
li1: 1073 / - / -
met2: 34 / 0.167 / 0.40
met1: 1021 / 0.178 / 0.54
## cell usage in the layout (no fill, tap or decap), types with 2 or more instances in the layout
master,Yosys,routed
sky130_fd_sc_hd__xnor2_1,6,6
sky130_fd_sc_hd__xor2_1,6,6
sky130_fd_sc_hd__o41ai_1,2,2
sky130_fd_sc_hd__nand3b_1,2,2
sky130_fd_sc_hd__dfrtp_1,68,68
sky130_fd_sc_hd__ha_1,11,8
sky130_fd_sc_hd__or4_1,2,2
sky130_fd_sc_hd__nor4_1,2,2
sky130_fd_sc_hd__nand3_1,24,24
sky130_fd_sc_hd__buf_4,1,5
sky130_fd_sc_hd__o31ai_1,2,2
sky130_fd_sc_hd__inv_2,0,2
sky130_fd_sc_hd__a21oi_1,5,5
sky130_fd_sc_hd__nor3_1,8,8
sky130_fd_sc_hd__or3_1,2,2
sky130_fd_sc_hd__inv_1,17,15
sky130_fd_sc_hd__and2_1,2,2
sky130_fd_sc_hd__o21ai_0,13,13
sky130_fd_sc_hd__o2bb2ai_1,2,2
sky130_fd_sc_hd__dfstp_2,4,4
sky130_fd_sc_hd__nor3b_1,2,2
sky130_fd_sc_hd__nor2b_1,7,7
sky130_fd_sc_hd__nand2b_1,3,3
sky130_fd_sc_hd__and3_1,4,4
sky130_fd_sc_hd__clkbuf_8,0,3
sky130_fd_sc_hd__nand4b_1,2,2
sky130_fd_sc_hd__mux2_4,1,3
sky130_fd_sc_hd__nand2_1,18,18
sky130_fd_sc_hd__nor2_1,29,28
sky130_fd_sc_hd__a31oi_1,2,2
sky130_fd_sc_hd__ha_2,0,2
sky130_fd_sc_hd__clkdlybuf4s50_1,0,21
sky130_fd_sc_hd__mux2_2,16,14
sky130_fd_sc_hd__mux2i_1,4,4
sky130_fd_sc_hd__a41oi_1,2,2
## cell type report
cell class	instances	area (um2)
Fill cell	1038	6720
Inverter	17	63.8
Multi-Input combinational cell	197	1360
Clock buffer	3	41.3
Sequential cell	73	1830
Tap cell	136	170
Timing Repair Buffer	29	273
Clock inverter	1	5.00
## worst reg2reg max path, cell delays in order (launching register included)
cell                      delay [ns]
sky130_fd_sc_hd__dfrtp_1        0.40
sky130_fd_sc_hd__inv_1          0.07
sky130_fd_sc_hd__ha_2           0.16
sky130_fd_sc_hd__nor2_1         0.04
sky130_fd_sc_hd__mux2_4         0.25
## logic make-up after synthesis
group | after synthesis
mux | 22
compound gates | 39
xor+xnor | 12
fa+ha+maj | 11
buf+inv | 29
flops | 73
simple gates | 113
## final timing paths
| kind | from | endpoint | cells after the start |
|---|---|---|---|
| worst max-delay path | flip-flop | flip-flop | 4 |
| worst min-delay path | flip-flop | flip-flop | 1 |
| worst max register to register | flip-flop | flip-flop | 4 |
| worst min register to register | flip-flop | flip-flop | 1 |
| max in group asynchronous | nreset | async pin | 2 |
| min in group asynchronous | nreset | async pin | 2 |
## stage by stage
step                      instances  total power [W]  TNS (ns)
after floorplan                 299         0.000382         0
after global placement          449         0.000491         0
after detailed placement        449         0.000492   -0.0486
after CTS                       455         0.000924   -0.0617
after global routing            456         0.000949   -0.0866
final                           456         0.000916   -0.0481
## what timing repair did
action,in CTS,in global routing
hold buffers,1,0
endpoints found under the hold margin,8,0
gates resized,4,8
setup endpoints to repair,3,5
pin swaps,2,1
cloned,0,0
setup buffers,1,1
Power is estimated from default activity; no workload was simulated.
